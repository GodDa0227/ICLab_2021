## flow/design.v

```verilog
module SD(
	in_n0,
	in_n1, 
	in_n2, 
	in_n3, 
	mode,
	out_n
);
input [3:0] in_n0;   
input [3:0] in_n1;   
input [3:0] in_n2;   
input [3:0] in_n3;   
input mode;
output [3:0] out_n;
wire[3:0]temp1,temp2,temp3,temp4;
wire[3:0]temp5,temp6,temp7,temp8;
wire[3:0]temp9,temp10;
wire[6:0]divider1,divider2;
reg [3:0]out_n,Q;
reg [3:0]sub3,sub2,sub1;
assign temp1  = (in_n0>in_n1)?in_n0:in_n1;
assign temp2  = (in_n0>in_n1)?in_n1:in_n0;
assign temp3  = (in_n2>in_n3)?in_n2:in_n3;
assign temp4  = (in_n2>in_n3)?in_n3:in_n2;
assign temp5  = (temp1>temp3)?temp1:temp3;
assign temp6  = (temp2>temp4)?temp2:temp4;
assign temp7  = (temp1>temp3)?temp3:temp1;
assign temp8  = (temp2>temp4)?temp4:temp2;
assign temp9  = (temp6>temp7)?temp6:temp7;
assign temp10 = (temp6>temp7)?temp7:temp6;
assign divider1 = {3'b000,temp5};
assign divider2 = {3'b000,temp8};
always@(*)begin
     if(divider1>=(divider2<<3))begin
	        Q[3]=1'd1;
			sub3=divider1-(divider2<<3);
	 end
     else begin
            Q[3]=1'd0;
			sub3=divider1;
	 end	 
end
always@(*)begin
     if(sub3>=(divider2<<2))begin
	        Q[2]=1'd1;
			sub2=sub3-(divider2<<2);
	 end
     else begin
            Q[2]=1'd0;
			sub2=sub3;
	 end	 
end
always@(*)begin
     if(sub2>=(divider2<<1))begin
	        Q[1]=1'd1;
			sub1=sub2-(divider2<<1);
	 end
     else begin
            Q[1]=1'd0;
			sub1=sub2;
	 end	 
end
always@(*)begin
     if(sub1>=divider2)begin
	        Q[0]=1'd1;
	 end
     else begin
            Q[0]=1'd0;
	 end	 
end
always@(*)begin
     case(mode)
	   1'd0:out_n=Q;
	   1'd1:out_n=temp5-temp9+temp10-temp8;
	 endcase  
end
endmodule
```

## flow/run.sh

```bash
#!/bin/bash
# OpenROAD 26Q1-2900-gdf79404cd8, Yosys 0.63+post, stock flow scripts
make -C /OpenROAD-flow-scripts/flow DESIGN_CONFIG=/design/flow/config.mk WORK_HOME=/design/flow/orfs finish
```

## flow/config.mk

```make
export PLATFORM = sky130hd
export DESIGN_NAME = SD
export DESIGN_NICKNAME = SD
export VERILOG_FILES = /design/flow/design.v
export SDC_FILE = /design/flow/constraint.sdc
export NUM_CORES = 4
export LEC_CHECK = 1
export CORE_AREA = 10 10 103 103
export DIE_AREA = 0 0 113 113
```

## flow/constraint.sdc

```tcl
current_design SD

set clk_period 13.3
set clk_io_pct 0.2

create_clock -name clk0 -period $clk_period

set non_clock_inputs [all_inputs -no_clocks]
set_input_delay [expr $clk_period * $clk_io_pct] -clock clk0 $non_clock_inputs
set_output_delay [expr $clk_period * $clk_io_pct] -clock clk0 [all_outputs]
```

==> summary.txt <==
Implementation run completed; key figures follow.

Cells and area:
- The run gives the tally of clock buffers in the finished layout as 0.
- The run puts the fraction of layout cells with a size suffix above 1 at 30.11%.
- The run puts the layout overhead on the synthesized area at 38.03%.
- The run gives the final sequential cell count as 0.
- The run gives the area of all placed cells without fillers as 0.002611 mm^2.
- The run puts the register cell area after layout at 0 um^2.
- The run gives the final non-filler cell total as 384.

Setup path:
- The run puts the arrival time of data at the critical path endpoint at 10.20 ns.
- The run gives the longest individual stage delay on the worst path as 0.52 ns.
- The slowest stage of the critical path belongs to the cell sky130_fd_sc_hd__clkdlybuf4s50_1.
- By startpoint and endpoint, the worst setup path is classified as input port to output port.
- The run puts the maximum net fanout on the critical path at 6.
- The worst setup path is launched from an input port.
- In this design, the critical path's most frequently occurring cell is sky130_fd_sc_hd__ha_1.
- The worst setup path is captured at an output port.
- The run puts the data required time at the worst endpoint at 10.64 ns.

Power and ir drop:
- The run puts the largest voltage drop on the vdd net at 0.08767 mV.
- The run gives the leakage dissipation as 1.228 nW.
- In this run the power density over the cells is 226.4 mW/mm^2.
- The run gives the portion of total power attributed to combinational logic as 100.0%.
- Summed over all nets, the switching power comes to 0.2681 mW.
- The run gives the register share of total power as 0%.
- Internal power comes to 0.3231 mW.
- The run puts the switching part of the total power at 45.34%.
- The run puts the share of power burned in the clock network at 0%.

Final timing:
- The run puts the number of failing hold endpoints at the final stage at 0.
- The run puts the headroom to the max-slew limit at 61.19%.
- Setup repair after global routing could not meet its margin everywhere.
- The run gives the slew at the pin with the worst max-slew slack as 0.5787 ns.
- Hold timing on the final database bottoms out at a slack of 6.144 ns.
- The run gives the maximum clock frequency as 0.07776 GHz.
- Of the available clock period, the critical path in the final layout requires 96.70%.
- The run puts the final-report setup violation count at 0.
- The run gives the shortest period the worst path allows as 12.86 ns.
- The run puts the total count of max-transition violations in the final report at 0.

Die:
- The run gives the core footprint as 0.008299 mm^2.
- The run gives the die height as 113 um.
- From left edge to right edge, the die measures 113 um.
- The run gives the number of placement rows as 33.
- The run puts the fraction of the core area occupied by cells at floorplan at 22.80%.
- The run gives the chip area as 0.01277 mm^2.
- The run puts the count of boundary I/O pins at 21.

Hold path:
- The startpoint identified for the worst hold timing path is mode.
- The run gives the destination of the worst hold path as out_n[0].
- The run gives the worst hold path cell count as 4.
- The path class of the tightest hold or removal check is input port to output port.

Route:
- The run puts the routed via count at 1728.
- The run puts the wire length on met2 at 2052 um.
- Summed over all nets, wire length on met3 after detailed routing comes to 94 um.
- The run gives the number of search-and-repair iterations in the first detailed-routing pass as 4.
- In the per-layer summary, the met1 wirelength comes to 2499 um.
- The run puts the routed length per placed instance at 12.10 um.
- For this run, the detailed router reports a per-instance via density of 4.500.
- The run puts the violation count after the first detailed-routing iteration at 93.
- The run gives the uppermost layer routed as met3.
- The wire length recorded after detailed routing is 4646 um.
- Per the post-route antenna check, the number of violating nets is 0.
- The run gives the final routed DRC violation total as 0.
- The run puts the final antenna diode count at 0.

Logic synthesis:
- The run puts the chip area from the yosys synthesis statistics at 0.001892 mm^2.
- The cell area that synthesis handed to floorplanning was 0.001892 mm^2.
- The run gives the fraction of synthesized cell area taken by the top area cell type as 19.84%.
- The run puts the number of instances in the synthesized netlist at 223.
- Counting the warning lines in the Yosys log gives 1.
- The average instance in the mapped netlist occupies 8.483 um^2.
- The run puts the count of cell types in the netlist at 50.
- The most common cell in the synthesized netlist is sky130_fd_sc_hd__inv_1.
- Per the Yosys statistics, synthesis produced 223 cells.
- Summed over all instances, the cell type with the most area after synthesis is sky130_fd_sc_hd__ha_1.
- Sorting the synthesized cells by area gives the leading types as sky130_fd_sc_hd__ha_1, sky130_fd_sc_hd__mux2i_1, sky130_fd_sc_hd__fa_1.
- The synthesis run shows the most used standard cells to be sky130_fd_sc_hd__inv_1, sky130_fd_sc_hd__ha_1, sky130_fd_sc_hd__mux2i_1.
- The run gives the sequential element share of the synthesized area as 0%.

Job:
- The run puts the number of violations of the max-capacitance limit at 0.
- The run gives the number of warning messages in the logs as 35.

Global route:
- The run puts the aggregate global routing overflow at 0.
- The run puts the number of antenna violations at the first check in global routing at 0.
- Entering global routing, the biggest net connects 10 pins.
- The via count of the first global-routing pass came to 1675.
- The run gives the wire length of the first global-routing pass as 7762 um.
- The run gives the total routing resource utilization after global routing as 6.965%.

Placement:
- The run puts the post-placement cell area at 0.002417 mm^2.
- According to the dpl log, the detail-placed design has an HPWL of 4022 um.
- During placement, the flow inserted port buffers numbering 21.
- The run gives the cell count after placement as 374.
- The congestion estimate from routability-driven global placement came to 0.8809.

Status:
- The run finished with clean final reports.
## cell type report
| type | instances | area [um^2] |
|---|---|---|
| multi-input combinational | 184 | 1847 |
| inverter | 36 | 135.1 |
| tap | 105 | 131.4 |
| fill | 845 | 5688 |
| timing repair buffer | 59 | 498.0 |
## per-stage QoR
stage | power (mW) | setup slack (ns) | setup TNS (ns) | util [%]
floorplan | 0.3954 | 0.9981 | 0 | -
global placement | 0.5668 | 0.04558 | 0 | 29.13
detailed placement | 0.5704 | 0.01900 | 0 | 29.13
CTS | 0.5757 | 0.04842 | 0 | 29.29
global route | 0.6829 | -0.07805 | -0.07805 | 31.46
finish | 0.5912 | 0.4395 | 0 | 31.46
## metal layers
layer	track usage, %	vias to the layer above
li1	-	937
met2	11.83	21
met5	0	-
met1	10.12	770
met3	0.2671	0
met4	0	0
## logic make-up (layout without fill, tap and decap cells)
logic type	Yosys count	after routing	share of synthesized area, %
AND-OR/OR-AND	49	49	20.11
AND/OR/NAND/NOR	48	48	15.41
adder cells (fa/ha/maj)	39	39	28.90
multiplexers	39	39	22.16
buffers and inverters	39	95	8.531
XOR/XNOR	9	9	4.894
## worst max-delay path: cells and delay by family
family                     cells  cell delay (ns)
AOI/OAI and AO/OA             12             2.35
and+or+nand+nor                8             1.40
adders and majority gates      6             1.68
buffers and inverters          6             1.07
muxes                          4             1.03
## layout by cell type (no fill, tap or decap), types with 5 or more instances in the layout
cell and instances:
sky130_fd_sc_hd__nand2_1 7, sky130_fd_sc_hd__a21oi_1 9, sky130_fd_sc_hd__o21ai_0 10, sky130_fd_sc_hd__fa_1 8, sky130_fd_sc_hd__clkdlybuf4s50_1 20, sky130_fd_sc_hd__ha_1 28, sky130_fd_sc_hd__buf_4 38, sky130_fd_sc_hd__mux2_2 10
sky130_fd_sc_hd__mux2i_1 20, sky130_fd_sc_hd__nand3_1 5, sky130_fd_sc_hd__mux2i_2 7, sky130_fd_sc_hd__xnor2_1 7, sky130_fd_sc_hd__inv_1 36, sky130_fd_sc_hd__nor2_1 12
## power groups by stage
stage / registers, mW / logic [mW] / clock network, mW
after CTS: 0 / 0.576 / 0
final: 0 / 0.591 / 0
after global routing: 0 / 0.683 / 0
## repair_timing
item                       4_1_cts  5_1_grt
setup endpoints to repair        1        2
hold buffers                     0        0
resized                          2       18
setup buffers                    0       10
pin swaps                        0        9
## worst max-delay path by stage
stage / start / to
after CTS: in_n3[1] / out_n[0]
after global routing: in_n1[1] / out_n[3]
final: in_n0[0] / out_n[0]
No activity file was given, so power comes from the tool's default toggle rates.
