`/design/flow/config.mk`:
```
export PLATFORM = sky130hd
export DESIGN_NAME = SMC
export DESIGN_NICKNAME = SMC
export VERILOG_FILES = /design/flow/design.v
export SDC_FILE = /design/flow/constraint.sdc
export NUM_CORES = 4
export LEC_CHECK = 1
export CORE_UTILIZATION = 40
```
`/design/flow/constraint.sdc`:
```
current_design SMC

set clk_period 49.1
set clk_io_pct 0.2

create_clock -name clk0 -period $clk_period

set non_clock_inputs [all_inputs -no_clocks]
set_input_delay [expr $clk_period * $clk_io_pct] -clock clk0 $non_clock_inputs
set_output_delay [expr $clk_period * $clk_io_pct] -clock clk0 [all_outputs]
```
`/design/flow/design.v`:
```
module SMC(
    mode,
    W_0, V_GS_0, V_DS_0,
    W_1, V_GS_1, V_DS_1,
    W_2, V_GS_2, V_DS_2,
    W_3, V_GS_3, V_DS_3,
    W_4, V_GS_4, V_DS_4,
    W_5, V_GS_5, V_DS_5,   
    out_n
);
input [2:0] W_0, V_GS_0, V_DS_0;
input [2:0] W_1, V_GS_1, V_DS_1;
input [2:0] W_2, V_GS_2, V_DS_2;
input [2:0] W_3, V_GS_3, V_DS_3;
input [2:0] W_4, V_GS_4, V_DS_4;
input [2:0] W_5, V_GS_5, V_DS_5;
input [1:0] mode;
 output reg [9:0] out_n; 								 
wire [2:0]Vov0,Vov1,Vov2,Vov3,Vov4,Vov5;
wire [6:0]W_VDS0,W_VDS1,W_VDS2,W_VDS3,W_VDS4,W_VDS5;
wire [6:0]W_Vov0,W_Vov1,W_Vov2,W_Vov3,W_Vov4,W_Vov5;
wire [6:0]VDS_2Vov_VDS0,VDS_2Vov_VDS1,VDS_2Vov_VDS2,VDS_2Vov_VDS3,VDS_2Vov_VDS4,VDS_2Vov_VDS5;
wire [5:0]Vov_Vov0,Vov_Vov1,Vov_Vov2,Vov_Vov3,Vov_Vov4,Vov_Vov5;
wire [8:0]W_Vov_Vov0,W_Vov_Vov1,W_Vov_Vov2,W_Vov_Vov3,W_Vov_Vov4,W_Vov_Vov5;        
wire [8:0]W_VDS_2Vov_VDS0,W_VDS_2Vov_VDS1,W_VDS_2Vov_VDS2,W_VDS_2Vov_VDS3,W_VDS_2Vov_VDS4,W_VDS_2Vov_VDS5;
wire [6:0]I_gm0,I_gm1,I_gm2,I_gm3,I_gm4,I_gm5;
VGS_VTH Vov_0(.VGS(V_GS_0),.Vov(Vov0));
VGS_VTH Vov_1(.VGS(V_GS_1),.Vov(Vov1));
VGS_VTH Vov_2(.VGS(V_GS_2),.Vov(Vov2));
VGS_VTH Vov_3(.VGS(V_GS_3),.Vov(Vov3));
VGS_VTH Vov_4(.VGS(V_GS_4),.Vov(Vov4));
VGS_VTH Vov_5(.VGS(V_GS_5),.Vov(Vov5));
mult1 W_VDS_0(.x(W_0),.y({V_DS_0,1'b0}),.out(W_VDS0));
mult1 W_VDS_1(.x(W_1),.y({V_DS_1,1'b0}),.out(W_VDS1));
mult1 W_VDS_2(.x(W_2),.y({V_DS_2,1'b0}),.out(W_VDS2));
mult1 W_VDS_3(.x(W_3),.y({V_DS_3,1'b0}),.out(W_VDS3));
mult1 W_VDS_4(.x(W_4),.y({V_DS_4,1'b0}),.out(W_VDS4));
mult1 W_VDS_5(.x(W_5),.y({V_DS_5,1'b0}),.out(W_VDS5));
mult1 W_Vov_0(.x(W_0),.y({Vov0,1'b0}),.out(W_Vov0));
mult1 W_Vov_1(.x(W_1),.y({Vov1,1'b0}),.out(W_Vov1));
mult1 W_Vov_2(.x(W_2),.y({Vov2,1'b0}),.out(W_Vov2));
mult1 W_Vov_3(.x(W_3),.y({Vov3,1'b0}),.out(W_Vov3));
mult1 W_Vov_4(.x(W_4),.y({Vov4,1'b0}),.out(W_Vov4));
mult1 W_Vov_5(.x(W_5),.y({Vov5,1'b0}),.out(W_Vov5));
mult1 VDS_2Vov_VDS_0(.x(V_DS_0),.y({Vov0,1'b0}-V_DS_0),.out(VDS_2Vov_VDS0));
mult1 VDS_2Vov_VDS_1(.x(V_DS_1),.y({Vov1,1'b0}-V_DS_1),.out(VDS_2Vov_VDS1));
mult1 VDS_2Vov_VDS_2(.x(V_DS_2),.y({Vov2,1'b0}-V_DS_2),.out(VDS_2Vov_VDS2));
mult1 VDS_2Vov_VDS_3(.x(V_DS_3),.y({Vov3,1'b0}-V_DS_3),.out(VDS_2Vov_VDS3));
mult1 VDS_2Vov_VDS_4(.x(V_DS_4),.y({Vov4,1'b0}-V_DS_4),.out(VDS_2Vov_VDS4));
mult1 VDS_2Vov_VDS_5(.x(V_DS_5),.y({Vov5,1'b0}-V_DS_5),.out(VDS_2Vov_VDS5));
mult Vov_Vov_0(.x(Vov0),.y(Vov0),.out(Vov_Vov0));
mult Vov_Vov_1(.x(Vov1),.y(Vov1),.out(Vov_Vov1));
mult Vov_Vov_2(.x(Vov2),.y(Vov2),.out(Vov_Vov2));
mult Vov_Vov_3(.x(Vov3),.y(Vov3),.out(Vov_Vov3));
mult Vov_Vov_4(.x(Vov4),.y(Vov4),.out(Vov_Vov4));
mult Vov_Vov_5(.x(Vov5),.y(Vov5),.out(Vov_Vov5));
mult2 W_Vov_Vov_0(.x(W_0),.y(Vov_Vov0),.out(W_Vov_Vov0));
mult2 W_Vov_Vov_1(.x(W_1),.y(Vov_Vov1),.out(W_Vov_Vov1));
mult2 W_Vov_Vov_2(.x(W_2),.y(Vov_Vov2),.out(W_Vov_Vov2));
mult2 W_Vov_Vov_3(.x(W_3),.y(Vov_Vov3),.out(W_Vov_Vov3));
mult2 W_Vov_Vov_4(.x(W_4),.y(Vov_Vov4),.out(W_Vov_Vov4));
mult2 W_Vov_Vov_5(.x(W_5),.y(Vov_Vov5),.out(W_Vov_Vov5));
mult3 W_VDS_2Vov_VDS_0(.x(W_0),.y(VDS_2Vov_VDS0),.out(W_VDS_2Vov_VDS0));
mult3 W_VDS_2Vov_VDS_1(.x(W_1),.y(VDS_2Vov_VDS1),.out(W_VDS_2Vov_VDS1));
mult3 W_VDS_2Vov_VDS_2(.x(W_2),.y(VDS_2Vov_VDS2),.out(W_VDS_2Vov_VDS2));
mult3 W_VDS_2Vov_VDS_3(.x(W_3),.y(VDS_2Vov_VDS3),.out(W_VDS_2Vov_VDS3));
mult3 W_VDS_2Vov_VDS_4(.x(W_4),.y(VDS_2Vov_VDS4),.out(W_VDS_2Vov_VDS4));
mult3 W_VDS_2Vov_VDS_5(.x(W_5),.y(VDS_2Vov_VDS5),.out(W_VDS_2Vov_VDS5));
assign I_gm0=((mode[0])?((Vov0>V_DS_0)?W_VDS_2Vov_VDS0:W_Vov_Vov0):((Vov0>V_DS_0)?W_VDS0:W_Vov0))/3;
assign I_gm1=((mode[0])?((Vov1>V_DS_1)?W_VDS_2Vov_VDS1:W_Vov_Vov1):((Vov1>V_DS_1)?W_VDS1:W_Vov1))/3;
assign I_gm2=((mode[0])?((Vov2>V_DS_2)?W_VDS_2Vov_VDS2:W_Vov_Vov2):((Vov2>V_DS_2)?W_VDS2:W_Vov2))/3;
assign I_gm3=((mode[0])?((Vov3>V_DS_3)?W_VDS_2Vov_VDS3:W_Vov_Vov3):((Vov3>V_DS_3)?W_VDS3:W_Vov3))/3;
assign I_gm4=((mode[0])?((Vov4>V_DS_4)?W_VDS_2Vov_VDS4:W_Vov_Vov4):((Vov4>V_DS_4)?W_VDS4:W_Vov4))/3;
assign I_gm5=((mode[0])?((Vov5>V_DS_5)?W_VDS_2Vov_VDS5:W_Vov_Vov5):((Vov5>V_DS_5)?W_VDS5:W_Vov5))/3;
wire [6:0] a0, a1, a2, a3, a4, a5;
wire [6:0] b0, b1, b2, b3, b4, b5;
wire [6:0] c0, c1, c2, c3, c4, c5;
wire [6:0] d0, d1, d2, d3, e0, e1;
assign a0 = (I_gm0 > I_gm1) ? I_gm0 : I_gm1;
assign a1 = (I_gm0 > I_gm1) ? I_gm1 : I_gm0;
assign a2 = (I_gm2 > I_gm3) ? I_gm2 : I_gm3;
assign a3 = (I_gm2 > I_gm3) ? I_gm3 : I_gm2;
assign a4 = (I_gm4 > I_gm5) ? I_gm4 : I_gm5;
assign a5 = (I_gm4 > I_gm5) ? I_gm5 : I_gm4;
assign b0 = (a0 > a2) ? a0 : a2;
assign b1 = (a0 > a2) ? a2 : a0;
assign b2 = (a1 > a4) ? a1 : a4;
assign b3 = (a1 > a4) ? a4 : a1;
assign b4 = (a3 > a5) ? a3 : a5;
assign b5 = (a3 > a5) ? a5 : a3;
assign c0 = (b0 > b2) ? b0 : b2;  
assign c1 = (b0 > b2) ? b2 : b0;
assign c2 = (b1 > b4) ? b1 : b4;
assign c3 = (b1 > b4) ? b4 : b1;
assign c4 = (b3 > b5) ? b3 : b5;
assign c5 = (b3 > b5) ? b5 : b3;  
assign d0 = (c1 > c2) ? c1 : c2;  
assign d1 = (c1 > c2) ? c2 : c1;
assign d2 = (c3 > c4) ? c3 : c4;
assign d3 = (c3 > c4) ? c4 : c3;  
assign e0 = (d1 > d2) ? d1 : d2;  
assign e1 = (d1 > d2) ? d2 : d1;  
always@(*)begin
    case(mode)
	  2'd0:out_n=e1+d3+c5;
	  2'd1:out_n=(e1<<1)+e1+(d3<<2)+(c5<<2)+c5;
	  2'd2:out_n=c0+d0+e0;
	  2'd3:out_n=(c0<<1)+c0+(d0<<2)+(e0<<2)+e0;
	endcase
end
endmodule
module VGS_VTH(VGS,Vov);
 input  [2:0]VGS;
 output [2:0]Vov;
 assign Vov[2]=VGS[2]&(VGS[1]|VGS[0]); 
 assign Vov[1]=~VGS[1]^VGS[0];
 assign Vov[0]=~VGS[0];  
endmodule
module mult(x,y,out);
   input  [2:0]x,y;
   output [5:0]out;
   wire [5:0]temp1,temp2,temp3;
   assign temp1=y[0]?x:6'd0;
   assign temp2=y[1]?x<<1:6'd0;
   assign temp3=y[2]?x<<2:6'd0;
   assign out = temp1+temp2+temp3;
endmodule
module mult1(x,y,out);
   input  [2:0]x;
   input  [3:0]y;
   output [6:0]out;
   wire [6:0]temp1,temp2,temp3;
   assign temp1=x[0]?y:7'd0;
   assign temp2=x[1]?y<<1:7'd0;
   assign temp3=x[2]?y<<2:7'd0;
   assign out = temp1+temp2+temp3;
endmodule
module mult2(x,y,out);
   input  [2:0]x;
   input  [5:0]y;
   output [8:0]out;
   wire [8:0]temp1,temp2,temp3;
   assign temp1=x[0]?y:9'd0;
   assign temp2=x[1]?y<<1:9'd0;
   assign temp3=x[2]?y<<2:9'd0;
   assign out = temp1+temp2+temp3;
endmodule
module mult3(x,y,out);
   input  [2:0]x;
   input  [6:0]y;
   output [8:0]out;
   wire [8:0]temp1,temp2,temp3;
   assign temp1=x[0]?y:9'd0;
   assign temp2=x[1]?y<<1:9'd0;
   assign temp3=x[2]?y<<2:9'd0;
   assign out = temp1+temp2+temp3;
endmodule
```
`/design/flow/run.sh`:
```
#!/bin/bash
# OpenROAD 26Q1-2900-gdf79404cd8, Yosys 0.63+post, stock flow scripts
make -C /OpenROAD-flow-scripts/flow DESIGN_CONFIG=/design/flow/config.mk WORK_HOME=/design/flow/orfs finish
```
==> run_results.csv <==
group,metric,value,unit
global_route,antenna_found_initial,1,
layout,flop-count,0,
cts,cts_resized,0,
floorplanning,fp.dieW,243,um
final_timing,holdWs,20.70,ns
cts,post_cts_buffers,0,
floorplanning,io-pin-count,66,
placement,dp_hpwl,51200,um
final_timing,tightest_slew,0.885,ns
synth,yosysMostFrequentCell,"ha_1",
cts,hold_buffers,0,
final_timing,setup_viol,0,
layout,clkbuf_count,0,
layout,logic_area,21600,sq um
outcome,status,"finished, final reports clean",
synth,syn_area_per_cell,7.61,sq um
final_timing,rsz0062_at_grt,"no",
min_path,min_from,"mode[0]",
floorplanning,rows,87,
synth,ys_warn_count,1,
route,drtAntennaViolNets,0,
final_timing,slew_violations,0,
worst_setup_path,crit_arrival,34.06,ns
final_timing,fmax,22.8,MHz
route,n_antenna_cell,0,
route,wl_per_cell,15.9,um
placement,portBuffers,66,
worst_setup_path,cp-start-kind,"primary input",
route,wl,60300,um
final_timing,fin_crit_sh,89.4,%
route,drt_drc_violations_left,0,
min_path,holdPathEnd,"out_n[9]",
synth,ys_area,23200,sq um
layout,area_delta_synth_final,5.65,%
global_route,grt_pass1_vias,20891,
route,via_per_inst,5.72,
min_path,whs_path_depth,5,
global_route,grt_util_all_layers,21.0,%
floorplanning,initCoreUtil,40.8,%
final_timing,finalHoldViolCount,0,
final_timing,layout_min_cycle_time,43.88,ns
route,drtIter0Drc,1317,
job,warning_count,44,
global_route,globalRouteOverflowTotal,0,
route,drt_pre_antenna_iters,5,
worst_setup_path,cpPeakStageDelay,0.65,ns
synth,top_cells_by_area,"ha_1 20%, fa_1 13%, inv_1 5.2%",
floorplanning,core,56900,sq um
global_route,grt_max_degree,53,
synth,synth_cells,3054,
floorplanning,dieHeight,243,um
final_timing,relSlewSlack,40.9,%
synth,synth_top_cell_by_area,"ha_1",
min_path,worstHoldPathType,"in2out",
layout,seqCellArea,0,sq um
global_route,grt_pass1_wl,103000,um
layout,layoutNonFillerInstCount,3801,
route,route.vias.total,21747,
synth,yosysUniqueCellTypes,113,
synth,top_cell_area_share,20.2,%
worst_setup_path,crit_required,39.28,ns
job,drv_cap,0,
final_timing,setup_tns,0,ns
placement,dp.cells,3801,
placement,gp_congestion,0.949,
synth,ys_seq_share,0,%
floorplanning,die_area,59100,sq um
worst_setup_path,cp_slowest_cell,"clkdlybuf4s50_1",
worst_setup_path,critPathMaxFanout,22,
synth,ys_cells,3054,
synth,synth_area,23200,sq um
worst_setup_path,setup.worst_path.class,"in2out",
worst_setup_path,worst_setup_path_end_kind,"output pin",
layout,fillCellCount,5510,
synth,top_cells_by_count,"376 x ha_1, 320 x inv_1, 317 x nand2_1, 171 x nor2_1, 164 x a21oi_1",
layout,drive_above_1_share,5.25,%
[cells in the final DEF, fill, tap and decap left out, drive strengths merged, types with 29 or more instances in the layout]
master         Yosys  layout
ha               376     376
inv              327     327
nand2            317     317
nor2             173     173
o21ai            170     170
a21oi            167     167
fa               156     156
and2             154     154
mux2i            103     103
a21o              91      91
xnor2             78      78
nand3             70      70
clkdlybuf4s50      0      65
nor2b             63      63
a211oi            58      58
nor3              49      49
mux2              41      41
o21a              38      38
nand2b            38      38
and3              30      30
o211ai            30      30
xor2              29      29
[critical path: cells and delay by family]
kind                     cells  cell delay [ns]
AND-OR/OR-AND               38             9.96
adder cells (fa/ha/maj)     18             6.74
AND/OR/NAND/NOR             20             2.84
buffers and inverters       16             2.69
multiplexers                 4             1.25
XOR/XNOR                     4             0.69
[per-layer routing]
layer	part of all wire (%)	vias to the layer above	global-route usage, %
li1	-	11008	-
met1	49	10221	31.1
met2	46	470	34.7
met3	4.1	48	1.76
met4	1.3	0	2.68
met5	0	-	0
[logic make-up (layout without fill, tap and decap cells)]
kind of cell | Yosys count | in the layout | synth area share (%)
mux | 157 | 157 | 7.78
buf+inv | 423 | 414 | 7.18
xor+xnor | 107 | 107 | 4.06
simple gates | 991 | 991 | 21.2
compound gates | 840 | 840 | 25.9
fa+ha+maj | 536 | 536 | 33.9
[area by class of cell]
type | count | area share [%]
multi-input cells | 2631 | 87.9
inverters | 329 | 5.03
well taps | 756 | 3.85
repair buffers | 85 | 3.26
[worst max path at each step]
| stage | startpoint | endpoint | slack, ns | cells after the start |
|---|---|---|---|---|
| 5_1_grt | V_GS_2[0] | out_n[9] | 2.88 | 104 |
| 6_report | V_GS_2[0] | out_n[9] | 5.22 | 100 |
| 4_1_cts | V_GS_2[0] | out_n[9] | 5.25 | 100 |
[stage by stage]
| step | setup WS [ns] | instance area [sq um] | utilization [%] |
|---|---|---|---|
| 6_report | 5.22 | 24600 | 43.1 |
| 3_5_place_dp | 5.26 | 24600 | 43.1 |
| 4_1_cts | 5.25 | 24600 | 43.1 |
| 2_1_floorplan | 9.38 | 23200 | - |
| 5_1_grt | 2.88 | 24600 | 43.1 |
| 3_3_place_gp | 5.53 | 24600 | 43.1 |
