[design/flow/design.v]
module MAZE(
    clk,
    rst_n,
    in_valid,
    in,
    out_valid,
    out
);
input            clk, rst_n, in_valid, in;
output reg		 out_valid;
output reg [1:0] out;
parameter	IDLE	    =	3'd0;
parameter	INPUT	    =	3'd1;
parameter	WALL	    =	3'd2;
parameter	WALK_RIGHT	=	3'd3;
parameter	WALK_DOWN	=	3'd4;
parameter	WALK_LEFT	=	3'd5;
parameter	WALK_UP	    =	3'd6;
integer i,j;
reg	[2:0] state,next_state;
reg in_data[0:18][0:18];
reg [4:0] cnt_x,cnt_y;
reg [5:0] cnt_wall;
reg [4:0] col,row;
always@(posedge clk or negedge rst_n)begin
      if(!rst_n)
	     state<=IDLE;
	  else
         state<=next_state;	  
end
 always@(*)begin 
      case(state)
 	     IDLE:next_state=in_valid?INPUT:IDLE;
 		 INPUT:next_state=in_valid?INPUT:WALL;
 		 WALL:next_state=(cnt_wall==6'd45)?((in_data[row][col+1'd1])?WALK_RIGHT:WALK_DOWN):WALL;
 		 WALK_RIGHT:begin
 		           if(in_data[row][col+1'd1])
                           next_state=WALK_RIGHT;
                    else if(in_data[row+1'd1][col])						  
 		               next_state=WALK_DOWN;
                    else if(in_data[row-1'd1][col])						  
 		               next_state=WALK_UP;
 				   else
 				       next_state=IDLE; 
          end
 		 WALK_DOWN:begin
 		           if(in_data[row][col+1'd1])
                           next_state=WALK_RIGHT;
                    else if(in_data[row+1'd1][col])						  
 		               next_state=WALK_DOWN;
                    else if(in_data[row][col-1'd1])						  
 		               next_state=WALK_LEFT;
 				   else
 				       next_state=IDLE; 			   
 		 end
 		 WALK_LEFT:begin
                    if(in_data[row+1'd1][col])						  
 		               next_state=WALK_DOWN;
                    else if(in_data[row][col-1'd1])						  
 		               next_state=WALK_LEFT;
                    else if(in_data[row-1'd1][col])						  
 		               next_state=WALK_UP;
                    else 	
                        next_state=IDLE;				   
 		 end
 		 WALK_UP:begin
 		           if(in_data[row][col+1'd1])
                           next_state=WALK_RIGHT;
                    else if(in_data[row][col-1'd1])						  
 		               next_state=WALK_LEFT;
                    else if(in_data[row-1'd1][col])						  
 		               next_state=WALK_UP;
                    else 	
                        next_state=IDLE;				   
 		 end
          default:next_state=IDLE;		 
 	 endcase
 end 
always@(posedge clk or negedge rst_n)begin
      if(!rst_n)begin
	     col<=5'd1;
		 row<=5'd1;
	  end 
	  else begin
         case(next_state)
		    WALK_RIGHT:col<=col+1'd1;
			WALK_DOWN:row<=row+1'd1;
			WALK_LEFT:col<=col-1'd1;
			WALK_UP:row<=row-1'd1;
			default:begin
			       col<=5'd1;
				   row<=5'd1;
			end
       	 endcase		 
	  end
end
always@(posedge clk or negedge rst_n)begin
      if(!rst_n)begin
	     for(i=0;i<19;i=i+1)begin
		    for(j=0;j<19;j=j+1)begin
		        in_data[i][j]<=1'b0;
		    end
         end			
	  end else if(next_state==INPUT)begin
         in_data[cnt_y][cnt_x]<=in;
	     in_data[0][1]<=1'b1;
		 in_data[18][17]<=1'b1;
	  end else if(next_state==WALL)begin
	     for(i=1;i<18;i=i+1)begin
		    for(j=1;j<18;j=j+1)begin
				if(((in_data[i][j-1]^in_data[i][j+1])&~in_data[i-1][j]&~in_data[i+1][j])|((in_data[i+1][j]^in_data[i-1][j])&~in_data[i][j+1]&~in_data[i][j-1]))
				      in_data[i][j]<= 1'b0;
		    end
         end 
      end else if((next_state==WALK_RIGHT)|(next_state==WALK_DOWN))
		    in_data[18][17]<=1'b0;
end  
always@(posedge clk or negedge rst_n)begin
      if(!rst_n)
	     cnt_x<=5'd1;
      else if(next_state==INPUT && cnt_x==5'd17)
	     cnt_x<=5'd1;		 
      else if(next_state==INPUT)
	     cnt_x<=cnt_x+1'd1;
	  else
      	 cnt_x<=5'd1; 
end
always@(posedge clk or negedge rst_n)begin
      if(!rst_n)
	     cnt_y<=5'd1;
	  else if(next_state==INPUT && cnt_x==5'd17)
	     cnt_y<=cnt_y+1'd1;
	  else if(next_state==INPUT)
	     cnt_y<=cnt_y;		 
	  else
	     cnt_y<=5'd1; 
end
always@(posedge clk or negedge rst_n)begin
      if(!rst_n)
	     cnt_wall<=6'd0;
	  else if(next_state==WALL)
	     cnt_wall<=cnt_wall+1'd1;		 
      else
	     cnt_wall<=6'd0;
end
always@(posedge clk or negedge rst_n)begin
      if(!rst_n)
	     out_valid<=1'd0;
	  else begin	 
         case(next_state)
		    WALK_RIGHT:out_valid<=1'd1;
			WALK_DOWN: out_valid<=1'd1;
			WALK_LEFT: out_valid<=1'd1;
			WALK_UP:   out_valid<=1'd1;
			default:   out_valid<=1'd0;
	     endcase 
 	 end		
end
always@(posedge clk or negedge rst_n)begin
      if(!rst_n)
	     out<=2'd0;
      else begin
         case(next_state)
		    WALK_RIGHT:out<=2'd0;
			WALK_DOWN: out<=2'd1;
			WALK_LEFT: out<=2'd2;
			WALK_UP:   out<=2'd3;
			default:   out<=2'd0;
		 endcase
	  end 	  
end
endmodule 
[design/flow/run.sh]
#!/bin/bash
# OpenROAD 26Q1-2900-gdf79404cd8, Yosys 0.63+post, stock flow scripts
make -C /OpenROAD-flow-scripts/flow DESIGN_CONFIG=/design/flow/config.mk WORK_HOME=/design/flow/orfs finish
[design/flow/config.mk]
export PLATFORM = sky130hd
export DESIGN_NAME = MAZE
export DESIGN_NICKNAME = MAZE
export VERILOG_FILES = /design/flow/design.v
export SDC_FILE = /design/flow/constraint.sdc
export NUM_CORES = 4
export LEC_CHECK = 1
export CORE_UTILIZATION = 40
[design/flow/constraint.sdc]
current_design MAZE

set clk_period 34.5
set clk_io_pct 0.2

create_clock -name clk0 -period $clk_period [get_ports {clk}]

set non_clock_inputs [all_inputs -no_clocks]
set_input_delay [expr $clk_period * $clk_io_pct] -clock clk0 $non_clock_inputs
set_output_delay [expr $clk_period * $clk_io_pct] -clock clk0 [all_outputs]
==> flow_summary.toml <==
# generated from flow reports
[clock_network]
post_cts_buffers = 0
cts_max_level = 2
clockRootBuffer = "clkbuf_16"
post_cts_resized = 0
clock_path_buffers = 3
clock-sinks = 397
cts_inserted_buffers = 51
cts_hold_buf = 0

[synth]
synth_flop_count = 397
yosysChipArea_um2 = 61500
avgSynthCellArea_um2 = 6.64
synth.area.top_cells = "dfrtp_1, nor2_1, a21oi_1"
edf_count = 0
yosys_warnings = 2
netlist_area_um2 = 61500
syn_inst = 9265
synth_cell_type_count = 115
yosys.area.top_type_share_pct = 15.9
largest_area_cell = "dfrtp_1"
yosysCellCount = 9265
synthTopCellsByCount = "nor2_1, clkbuf_1, a21oi_1, o21ai_0, nand2_1"
ys_async_sr_fraction_pct = 100
yosys.cell_count.top_type = "nor2_1"
ys_seq_share_pct = 16.2
synthFlopType = "dfrtp_1"

[status]
stop_stage = "5_1_grt"
status = "stopped before the end"
stop_error = "[ERROR GRT-0116] Global routing finished with congestion. Check the congestion regions in the DRC Viewer."

[floorplan]
fp-utilization_pct = 40.4
die_y_um = 394
die_w_um = 394
num_rows = 143
pin_count = 7

[global_route]
grt_start_max_net_pins = 168
grt_usage_pct = 83.4
grt_pass1_vias = 94400
grt-ovfl-total = 307
grt_pass1_wl_mm = 887

[place]
place_congestion = 1.43
dp.cells = 10900
place_hpwl_mm = 402
port_buffers = 6
pre_cts_ws_ps = 22690
## stage by stage
step	instance area (um2)	util, %	hold WS (ps)
after floorplan	61500	-	449
after global placement	65900	43.3	463
after detailed placement	65900	43.3	476
after CTS	67700	44.5	498
## cell families after synthesis
family                   share of synthesized area (%)
buffers and inverters                             8.28
adder cells (fa/ha/maj)                           2.71
AND-OR/OR-AND                                     36.3
AND/OR/NAND/NOR                                   26.9
flip-flops                                        16.2
multiplexers                                      4.20
XOR/XNOR                                          5.44
## per-layer routing
metal | overflow | global-route usage (%)
met5 | 3 | 57.8
met4 | 111 | 75.8
met2 | 152 | 91.9
met1 | 13 | 85.8
met3 | 28 | 76.6
